### /design/flow/run.sh
#!/bin/bash
# OpenROAD 26Q1-2900-gdf79404cd8, Yosys 0.63+post, stock flow scripts
make -C /OpenROAD-flow-scripts/flow DESIGN_CONFIG=/design/flow/config.mk WORK_HOME=/design/flow/orfs finish
### /design/flow/config.mk
export PLATFORM = sky130hd
export DESIGN_NAME = Instruction_Memory
export DESIGN_NICKNAME = Instruction_Memory
export VERILOG_FILES = /design/flow/design.v
export SDC_FILE = /design/flow/constraint.sdc
export NUM_CORES = 4
export LEC_CHECK = 1
export CORE_UTILIZATION = 30
### /design/flow/constraint.sdc
current_design Instruction_Memory

set clk_period 5.5
set clk_io_pct 0.2

create_clock -name clk0 -period $clk_period [get_ports {reset}]

set non_clock_inputs [all_inputs -no_clocks]
set_input_delay [expr $clk_period * $clk_io_pct] -clock clk0 $non_clock_inputs
set_output_delay [expr $clk_period * $clk_io_pct] -clock clk0 [all_outputs]
### /design/flow/design.v
`timescale 1ns / 1ps
module Instruction_Memory(
		input [31:0] PC,
		input reset, clk,
		output reg [31:0] Instruction
    );
		reg [7:0] Instr_Mem [71:0];
always @(negedge reset)
begin
		{Instr_Mem[0],Instr_Mem[1],Instr_Mem[2],Instr_Mem[3]}=32'h08000005;  
		{Instr_Mem[4],Instr_Mem[5],Instr_Mem[6],Instr_Mem[7]}=32'h00430820;  
		{Instr_Mem[8],Instr_Mem[9],Instr_Mem[10],Instr_Mem[11]}=32'h00430824;  
		{Instr_Mem[12],Instr_Mem[13],Instr_Mem[14],Instr_Mem[15]}=32'h00430825;  
		{Instr_Mem[16],Instr_Mem[17],Instr_Mem[18],Instr_Mem[19]}=32'h0043082A;  
		{Instr_Mem[20],Instr_Mem[21],Instr_Mem[22],Instr_Mem[23]}=32'h00430822;  
		{Instr_Mem[24],Instr_Mem[25],Instr_Mem[26],Instr_Mem[27]}=32'h00430820;  
		{Instr_Mem[28],Instr_Mem[29],Instr_Mem[30],Instr_Mem[31]}=32'h00430825;  
		{Instr_Mem[32],Instr_Mem[33],Instr_Mem[34],Instr_Mem[35]}=32'h8E240001;  
		{Instr_Mem[36],Instr_Mem[37],Instr_Mem[38],Instr_Mem[39]}=32'h00442820;  
		{Instr_Mem[40],Instr_Mem[41],Instr_Mem[42],Instr_Mem[43]}=32'h0;  
   	{Instr_Mem[44],Instr_Mem[45],Instr_Mem[46],Instr_Mem[47]}=32'h0;  
		{Instr_Mem[48],Instr_Mem[49],Instr_Mem[50],Instr_Mem[51]}=32'h00430820;  
		{Instr_Mem[52],Instr_Mem[53],Instr_Mem[54],Instr_Mem[55]}=32'h00232022;  
		{Instr_Mem[56],Instr_Mem[57],Instr_Mem[58],Instr_Mem[59]}=32'h00430825;  
		{Instr_Mem[60],Instr_Mem[61],Instr_Mem[62],Instr_Mem[63]}=32'h14430001;  
		{Instr_Mem[64],Instr_Mem[65],Instr_Mem[66],Instr_Mem[67]}=32'h0043082A;  
		{Instr_Mem[68],Instr_Mem[69],Instr_Mem[70],Instr_Mem[71]}=32'hAE210003;  
end
		always @(PC)
		begin
			Instruction = {Instr_Mem[PC],Instr_Mem[PC+1],Instr_Mem[PC+2],Instr_Mem[PC+3]};
		end
endmodule
==> out/highlights.md <==
## Floorplan
- Starting Density: 30.8%
- Die Footprint: 0.0105 mm2
- std cell rows: 36
- die x size: 102 um
- core box area: 0.00977 mm2
- die y size: 102 um
- number of top-level pins: 66

## STA
- highest clock rate: 187 MHz
- count of final hold-check violations: 0
- final critical delay including setup and external delays: 5.35 ns
- slew at the pin with the worst max-slew slack: 0.615 ns
- final worst path period share: 97.2%
- relative slew slack: 58.8%
- Pins Over Slew Limit: 0
- worst setup margin: 0.152 ns
- Setup-failing EPs final: 0
- RSZ-0062 raised after global routing: no
- Worst Hold Slack: 3.28 ns
- TNS Setup: 0 ns

## Worst setup path
- max incr delay on CP: 0.57 ns
- endpoint arrival time on the critical path: 4.25 ns
- critical path endpoint category: primary output
- most used cell, CP: sky130_fd_sc_hd__buf_4
- sort of element at the start of the critical path: primary input
- critical-path cell with the highest stage delay: sky130_fd_sc_hd__nor3_1
- critical-path maximum fanout: 25
- count of buffer and inverter cells on the critical path: 5
- end point of the critical path: Instruction[16]
- path length in cells of the critical path: 10
- Crit path required time: 4.40 ns
- type of the setup path with the least slack: in -> out
- largest delay contributor family on the critical path: buffers and inverters
- Worst setup startpoint: PC[1]
- CP Cell Sequence: clkdlybuf4s50_1 -> buf_4 -> buf_4 -> nand2_1 -> nor3_1 -> nor4_1 -> buf_4 -> and4_1 -> a211o_1 -> clkdlybuf4s50_1

## Synth
- Gate Count Post-Synth: 466
- yosys warning tally: 2
- Top area cell types: sky130_fd_sc_hd__nor2_1, sky130_fd_sc_hd__nand2_1, sky130_fd_sc_hd__o21ai_0
- mean instance size in the synthesized netlist: 6.47 um2
- chip area from the yosys synthesis statistics: 0.00301 mm2
- area share of the leading cell type in the synthesized netlist: 6.35%
- yosys cell count: 466
- post-synthesis cell area: 0.00301 mm2
- count of cell types in the netlist: 88
- library cell with the largest summed area after synthesis: sky130_fd_sc_hd__nor2_1
- Synth Seq Share: 0%

## Place
- GP Congestion: 0.979
- IO buf count: 39
- placed wire-length estimate after detailed placement: 9270 um
- worst-case setup slack after placement: 0.139 ns

## Route
- wirelength, routed: 12400 um
- via/cell ratio: 6.28
- length of the first detailed-routing pass in iterations: 5
- routed length per instance: 19.2 um
- antenna viol nets, final: 0
- detailed-route via count: 4067
- Initial DRC Count: 464
- final antenna diode count: 0
- detailed-route DRC error count: 0

## Outcome
- status: complete, no violations

## Layout
- most instantiated logic cell after routing: sky130_fd_sc_hd__buf_4
- number of sequential cells: 0
- CLK BUF: 0
- count of fill cells added during filler insertion: 1039
- highest-count cells in the layout ignoring fill and taps: sky130_fd_sc_hd__buf_4, sky130_fd_sc_hd__nor2_1, sky130_fd_sc_hd__nand2_1
- Layout area overhead: 25.4%
- ratio of cells with drive above 1 in the final layout: 16.9%
- footprint of the flip-flops and latches: 0 um2

## Run
- tally of max-capacitance violations: 0
- tool warnings: 55

## GRT
- GRT overflow: 0
- number of antenna violations at the first check in global routing: 0
- maximum number of pins on one net before global-route repair: 38
- number of global-route vias before repair: 3820
- All-Layer GR Usage: 24.7%
- global-route wire length before repair: 20000 um

## Pwr
- ratio of total power to cell area: 90.9 mW/mm2
- P_leak: 1.42 nW
- worst voltage drop across the vdd grid: 0.0000420 V

## Worst hold path
- min-delay worst type: in -> out

[power breakdown]
group | leakage [nW] | switching, mW | internal (mW)
logic | 1.42 | 0.187 | 0.157
registers | 0 | 0 | 0
clock network | 0 | 0 | 0
total | 1.42 | 0.187 | 0.157
[how the worst min path moves through the flow]
stage	startpoint	endpoint	depth (start not counted)
4_1_cts	PC[3]	Instruction[28]	5
5_1_grt	PC[0]	Instruction[14]	5
6_report	PC[0]	Instruction[14]	5
[area by class of cell]
class	count	area [um2]	area share, %
multi-input combinational	407	2670	70.7
timing repair buffer	97	898	23.8
tap	133	166	4.40
inverter	11	43.8	1.16
[routing by layer]
layer	track usage, %	part of all wire (%)
met3	3.20	9.2
met1	35.6	43
met2	38.0	43
met4	8.90	4.0
met5	0	0
[metrics by stage]
stage / utilization [%] / area, um2 / power, mW / cells
detailed placement: 38.4 / 3750 / 0.334 / 648
CTS: 38.4 / 3750 / 0.335 / 648
finish: 38.7 / 3780 / 0.344 / 648
global route: 38.7 / 3780 / 0.373 / 648
global placement: 38.4 / 3750 / 0.336 / 648
floorplan: - / 3010 / 0.204 / 466
[synthesized netlist by cell type (4+ instances only)]
cell type,instances
sky130_fd_sc_hd__a22oi_1,8
sky130_fd_sc_hd__buf_2,17
sky130_fd_sc_hd__o21ai_0,34
sky130_fd_sc_hd__xnor2_1,9
sky130_fd_sc_hd__and3_1,5
sky130_fd_sc_hd__nand3_1,26
sky130_fd_sc_hd__o211ai_1,4
sky130_fd_sc_hd__mux2i_1,6
sky130_fd_sc_hd__a32oi_1,5
sky130_fd_sc_hd__buf_6,10
sky130_fd_sc_hd__o22ai_1,11
sky130_fd_sc_hd__a21oi_1,21
sky130_fd_sc_hd__nand4_1,7
sky130_fd_sc_hd__nor3_1,19
sky130_fd_sc_hd__nor2b_1,9
sky130_fd_sc_hd__a211oi_1,5
sky130_fd_sc_hd__or3_1,8
sky130_fd_sc_hd__a31oi_1,12
sky130_fd_sc_hd__buf_4,7
sky130_fd_sc_hd__a211o_1,5
sky130_fd_sc_hd__a21boi_0,5
sky130_fd_sc_hd__nand2_1,46
sky130_fd_sc_hd__clkbuf_1,10
sky130_fd_sc_hd__inv_1,9
sky130_fd_sc_hd__nand2b_1,5
sky130_fd_sc_hd__nor2_1,51
sky130_fd_sc_hd__nor4_1,9
[cells by family (layout without fill, tap and decap cells)]
| family | Yosys count | count (layout) | share of synthesized area, % |
|---|---|---|---|
| AOI/OAI and AO/OA | 168 | 168 | 40.5 |
| xor gates and xnor gates | 17 | 17 | 7.18 |
| adders and majority gates | 2 | 2 | 0.830 |
| buffers and inverters | 59 | 108 | 11.9 |
| muxes | 9 | 9 | 3.49 |
| and+or+nand+nor | 211 | 211 | 36.2 |
[timing repair]
| item | 4_1_cts | 5_1_grt |
|---|---|---|
| hold endpoints to repair | 0 | 0 |
| gates resized | 0 | 6 |
| hold buffers | 0 | 0 |
| setup buffers | 0 | 0 |
| setup endpoints to repair | 0 | 6 |
Power figures rest on the tool's default switching activity, not on a simulated workload.
