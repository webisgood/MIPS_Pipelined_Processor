File: run.sh
#!/bin/bash
# OpenROAD 26Q1-2900-gdf79404cd8, Yosys 0.63+post, stock flow scripts
make -C /OpenROAD-flow-scripts/flow DESIGN_CONFIG=/design/flow/config.mk WORK_HOME=/design/flow/orfs finish
File: config.mk
export PLATFORM = sky130hd
export DESIGN_NAME = ALU_Main
export DESIGN_NICKNAME = ALU_Main
export VERILOG_FILES = /design/flow/design.v
export SDC_FILE = /design/flow/constraint.sdc
export NUM_CORES = 4
export LEC_CHECK = 1
export CORE_UTILIZATION = 50
File: constraint.sdc
current_design ALU_Main

set clk_period 20.5
set clk_io_pct 0.2

create_clock -name clk0 -period $clk_period

set non_clock_inputs [all_inputs -no_clocks]
set_input_delay [expr $clk_period * $clk_io_pct] -clock clk0 $non_clock_inputs
set_output_delay [expr $clk_period * $clk_io_pct] -clock clk0 [all_outputs]
File: design.v
`timescale 1ns / 1ps
module ALU_Main(
		input [31:0] Data1, Data2,
		input [3:0] ALU_Control,
		input [4:0] Shamt,
		output reg [31:0] ALU_Result,
		output reg Zero
    );
always @(Data1, Data2, ALU_Control)
begin
		case(ALU_Control)
			4'b0000: ALU_Result= Data1 & Data2;
			4'b0001: ALU_Result= Data1 | Data2;
			4'b0010: ALU_Result= Data1 + Data2;
			4'b0110: ALU_Result= Data1 - Data2;
			4'b0111: begin
							if(Data1<Data2) ALU_Result = 1;
							else ALU_Result = 0;
						end	
			4'b1000: ALU_Result= Data2 << Shamt;
			4'b1010: ALU_Result= Data2 >> Shamt;
			4'b1011: ALU_Result= Data2 >>> Shamt;
			4'b1100: ALU_Result= ~(Data1 | Data2);
			4'b1101: ALU_Result= Data1 ^ Data2;
			default: ALU_Result= 32'hxxxxxxxx;
		endcase
		if(ALU_Result==0) Zero = 1;
		else Zero = 0;
end
endmodule
==> deck_impl_summary.md <==
Run Summary

CTS
  – Hold-fix buffers, CTS: 0
  – CTS resizes: 0
  – Postcts setup bufs: 0

Setup path
  – Startpoint types: input port
  – Crit Path Max Fanout: 55
  – Crit Path Category: in -> out
  – Arr. time, crit path: 10070 ps
  – CP required: 16400 ps
  – CP endpoint kind: output port

Final timing
  – Post-layout period usage of the worst path: 69.1%
  – Setup TNS: 0 ps
  – Final Hold Vio Count: 0
  – Endpoints failing setup: 0
  – Slew @ Worst Pin: 993 ps
  – Worst slew margin: 33.3%
  – Max Freq: 70.6 MHz
  – Fin crit period: 14170 ps
  – Final Max-Slew Violation Tally: 0
  – RSZ-0062 raised after global routing: no

Global route
  – Number of antenna violations at the first check in global routing: 2
  – Maximum number of pins on one net before global-route repair: 60
  – Total GRT Usage: 49.7%
  – First-pass GRT wire length: 79900 um
  – Remaining global-route overflow: 0
  – Vias in the first global route: 12400

Yosys
  – Mapped cell area: 10700 sq um
  – Mapped Cells: 1589
  – Yosys chip area: 10700 sq um
  – Distinct lib cells: 88
  – Synth Warn #: 1
  – Sequential area share after synthesis: 0%
  – Synthesized area per cell: 6.72 sq um
  – Ys cells: 1589

Route
  – Final WL: 54200 um
  – WL per Instance: 29.0 um
  – Remaining DRCs: 0
  – Via Count: 13700
  – Detailed Routing Iterations Pass 1: 7
  – Initial DRC Count: 1690
  – Via/cell ratio: 7.37
  – Antenna viol nets, final: 0

Finish
  – Register area: 0 sq um
  – Area grow syn2layout: 10.2%
  – Layout cells sized above 1: 8.18%
  – Logic area: 9710 sq um
  – Fillcell total: 2055
  – Layout clock buffers: 0
  – Seq_cells: 0

Power
  – Sw Pwr: 222 uW
  – Sw frac: 61.8%
  – PwrDens: 30.6 nW/um^2
  – P_leak: 0.00475 uW
  – Maximum VDD drop: 0.0140 mV
  – Pwr Total: 360 uW
  – Internal: 137 uW

Min path
  – Hold path cells: 6
  – Tightest Hold Check Type: in -> out
  – Min-delay src: ALU_Control[2]
  – Worst hold path endpoint: ALU_Result[8]

Outcome
  – Status: complete, no violations

Floorplanning
  – Row count: 53
  – Die Size: 21900 sq um
  – Die height: 148 um
  – Die width: 148 um
  – Core area: 21000 sq um
  – Num ports: 106
  – Floorplan utilization: 50.9%

Flow run
  – OpenROAD warnings: 102
  – Max-Cap Viols: 0

Place
  – Dpl hpwl: 41000 um
  – Buffers on Ports: 106
  – Final RePlAce weighted congestion: 1.09
-- cells in the final DEF (no fill, tap or decap), types with 9 or more instances in the layout --
| cell type | netlist | routed |
|---|---|---|
| clkdlybuf4s50_1 | 0 | 100 |
| nand2b_1 | 17 | 17 |
| nor2_1 | 180 | 180 |
| nand2_1 | 122 | 122 |
| o32ai_1 | 10 | 10 |
| a211oi_1 | 19 | 19 |
| o21ai_0 | 115 | 115 |
| xnor2_1 | 17 | 17 |
| buf_4 | 3 | 38 |
| nand3_1 | 33 | 33 |
| a211o_1 | 10 | 10 |
| o221ai_1 | 17 | 17 |
| a221oi_1 | 25 | 25 |
| a21oi_1 | 134 | 134 |
| or4_1 | 11 | 11 |
| nor3_1 | 43 | 43 |
| ha_1 | 101 | 101 |
| inv_1 | 104 | 104 |
| a31oi_1 | 23 | 23 |
| a22oi_1 | 14 | 14 |
| or3_1 | 12 | 12 |
| a21o_1 | 13 | 13 |
| o32a_1 | 9 | 9 |
| o22ai_1 | 22 | 22 |
| mux2i_1 | 61 | 61 |
| nand4_1 | 17 | 17 |
| o31ai_1 | 15 | 15 |
| o211ai_1 | 30 | 30 |
| nor2b_1 | 18 | 17 |
| and3_1 | 12 | 12 |
| or2_2 | 11 | 11 |
| and2_1 | 10 | 10 |
| mux2_2 | 24 | 24 |
| nor4_1 | 18 | 18 |
| a221o_1 | 11 | 11 |
| mux4_2 | 37 | 37 |
-- kinds of logic (layout without fill, tap and decap cells) --
group	after synthesis	after routing	share of synthesized area, %
xor+xnor	20	20	1.64
mux	128	128	17.5
compound gates	557	557	35.2
simple gates	533	533	24.1
fa+ha+maj	103	103	12.2
other cells	0	1	0
buf+inv	248	249	9.36
-- synth_stat cells (30+ instances only) --
| cell | instances | area [sq um] |
|---|---|---|
| mux4_2 | 37 | 833 |
| nor3_1 | 43 | 215 |
| a21oi_1 | 134 | 671 |
| ha_1 | 101 | 1260 |
| clkbuf_1 | 100 | 375 |
| o21ai_0 | 115 | 576 |
| inv_1 | 104 | 390 |
| o211ai_1 | 30 | 225 |
| nor2_1 | 180 | 676 |
| nand2_1 | 122 | 458 |
| mux2i_1 | 61 | 611 |
| nand3_1 | 33 | 165 |
-- stage by stage --
step | util [%] | hold slack [ps] | setup slack, ps | cell area (sq um) | instances
final | 56.2 | 9360 | 6330 | 11800 | 1866
after global routing | 56.2 | 9400 | 6070 | 11800 | 1865
after CTS | 56.2 | 9340 | 6410 | 11800 | 1865
after detailed placement | 56.2 | 9330 | 6430 | 11800 | 1865
after global placement | 56.2 | 9320 | 6470 | 11800 | 1865
after floorplan | - | 8420 | 8300 | 10700 | 1589
-- worst max-delay path by stage --
stage	start	endpoint	slack, ps	cells past startpoint
CTS	Shamt[1]	Zero	6410	15
global route	Shamt[1]	Zero	6070	15
finish	Shamt[1]	Zero	6330	15
-- power groups by stage --
stage,Combinational [uW],Sequential [uW],Clock (uW)
CTS,345,0,0
global route,379,0,0
-- final cells by class --
type                       instances  area share [%]
multi-input combinational       1341            82.5
timing repair buffer             143            11.1
inverter                         106            3.38
tap                              275            2.92
antenna                            1          0.0213
-- critical path, stage by stage --
cell             delay [ps]
buf_4                   180
buf_4                   600
buf_4                   620
mux4_1                  700
mux2i_1                 310
mux2_2                  250
o22ai_1                  80
o32a_1                  330
or2_0                   210
a211o_1                 260
or4_1                   600
or4_1                   590
or4_1                   510
and3b_1                 230
clkdlybuf4s50_1         450
-- routing by layer --
metal  GRT usage, %  vias to the layer above  share of wire (%)
met4           27.0                        2                7.3
met2           73.3                     1171                 42
met3           16.9                      284                 14
met1           64.1                     6256                 37
li1               -                     6035                  -
met5          0.227                        -              0.015
Power figures rest on the tool's default switching activity, not on a simulated workload.
